File: design/flow/design.v
module bin_to_bcd_8 (
    input wire [7:0] bin,    
    output reg [9:0] dec     
    );
    reg [7:0] b;     
    integer i;       
    always @* begin
        b = bin;
        dec = 10'd0;
        for (i=0; i<7; i=i+1) begin
            {dec,b} = {dec,b} << 1;
                if (dec[7:4] > 4)         
                    dec[7:4] = dec[7:4] + 4'd3;
                if (dec[3:0] > 4)         
                    dec[3:0] = dec[3:0] + 4'd3;
        end
        {dec,b} = {dec,b} << 1;   
    end
endmodule  
module seg7_4d_ctrl_raw #(
    parameter CDBITS = 18,       
    parameter POL = 0,           
    parameter SELECT_POL = 0     
    )(
    input wire clk,              
    input wire [15:0] d,         
    input wire [3:0] on_mask,    
    input wire [3:0] dp_in,      
    input wire [3:0] sign_mask,  
    output wire [0:6] seg,       
    output wire [3:0] select,    
    output wire dp               
    );
    reg [CDBITS-1:0] counter = 0;    
    wire [1:0] csel;                 
    reg [3:0] digit;                 
    reg [0:6] iseg;                  
    reg [3:0] iselect;               
    reg [3:0] idp;                   
    function [0:6] sseg_convert(
        input [3:0] d
    );
        case (d)
        4'h0: sseg_convert = 7'b1111110;
        4'h1: sseg_convert = 7'b0110000;
        4'h2: sseg_convert = 7'b1101101;
        4'h3: sseg_convert = 7'b1111001;
        4'h4: sseg_convert = 7'b0110011;
        4'h5: sseg_convert = 7'b1011011;
        4'h6: sseg_convert = 7'b1011111;
        4'h7: sseg_convert = 7'b1110000;
        4'h8: sseg_convert = 7'b1111111;
        4'h9: sseg_convert = 7'b1111011;
        4'ha: sseg_convert = 7'b1110111;
        4'hb: sseg_convert = 7'b0011111;
        4'hc: sseg_convert = 7'b1001110;
        4'hd: sseg_convert = 7'b0111101;
        4'he: sseg_convert = 7'b1001111;
        4'hf: sseg_convert = 7'b1000111;
        default: sseg_convert = 7'hxx;
        endcase
    endfunction
    always @(posedge clk)
        counter = counter + 1;
    assign csel = counter[CDBITS-1:CDBITS-2];
    always @*
        case (csel)
        2'd0: digit = d[3:0];
        2'd1: digit = d[7:4];
        2'd2: digit = d[11:8];
        2'd3: digit = d[15:12];
        endcase
    always @* begin
        iselect = 4'h0;
        iselect[csel] = on_mask[csel];
        idp = dp_in[csel];
        if(on_mask[csel])
            if(sign_mask[csel])
                iseg = 7'b0000001;
            else
                iseg = sseg_convert(digit);
        else
            iseg = 0;
    end
    assign seg = POL ? iseg : ~iseg;
    assign select =  SELECT_POL ? iselect : ~iselect;
    assign dp = POL ? idp : ~idp;
endmodule  
module seg7_4d_ctrl_raw_test (
    input wire clk,              
    input wire [3:0] on_mask,    
    input wire [3:0] dp_in,      
    input wire [3:0] sign_mask,  
    output wire [0:6] seg,       
    output wire [3:0] select,    
    output wire dp               
    );
    reg [31:0] count;
    always @(posedge clk)
        count = count + 1;
    seg7_4d_ctrl_raw uut (
        .clk(clk),
        .d(count[31:16]),
        .on_mask(on_mask),
        .dp_in(dp_in),
        .sign_mask(sign_mask),
        .seg(seg),
        .select(select),
        .dp(dp)
    );
endmodule  
module seg7_4d_pad (
    input wire [15:4] d,         
    input wire sign,             
    output reg [3:0] on_mask,    
    output reg [3:0] sign_mask   
);
    wire [3:0] d3, d2, d1, d0;
    reg [4:0] sign_mask_i;
    reg [4:0] on_mask_i;
    assign d3 = d[15:12];
    assign d2 = d[11:8];
    assign d1 = d[7:4];
    always @* begin
        sign_mask_i = {sign,4'b0};              
        on_mask_i = {sign,4'b1111};             
        if(d3 == 4'd0) begin                    
            sign_mask_i = sign_mask_i >> 1;
            on_mask_i = on_mask_i >> 1;
            if (d2 == 4'd0) begin
                sign_mask_i = sign_mask_i >> 1;
                on_mask_i = on_mask_i >> 1;
                if (d1 == 4'd0) begin
                    sign_mask_i = sign_mask_i >> 1;
                    on_mask_i = on_mask_i >> 1;
                end
            end
        end
        if(sign_mask_i[4] == 1'b1) begin     
            sign_mask = 4'b1111;             
            on_mask = 4'b1111;
        end
        else begin                           
            sign_mask = sign_mask_i[3:0];
            on_mask = on_mask_i[3:0];
        end
    end
endmodule  
module seg7_4d_ctrl_hex #(
    parameter CDBITS = 18,       
    parameter POL = 0,           
    parameter SELECT_POL = 0     
    )(
    input wire clk,              
    input wire [15:0] d,         
    input wire [3:0] dp_in,      
    input wire sign,             
    output wire [0:6] seg,       
    output wire [3:0] select,    
    output wire dp               
);
    wire [3:0] on_mask;
    wire [3:0] sign_mask;
    seg7_4d_ctrl_raw #(
        .CDBITS(CDBITS),
        .POL(POL),
        .SELECT_POL(SELECT_POL)
    ) seg7_4d_ctrl_raw (
        .clk(clk),
        .d(d),
        .on_mask(on_mask),
        .dp_in(dp_in),
        .sign_mask(sign_mask),
        .seg(seg),
        .select(select),
        .dp(dp)
    );
    seg7_4d_pad seg7_4d_pad (
        .d(d[15:4]),             
        .sign(sign),             
        .on_mask(on_mask),       
        .sign_mask(sign_mask)
    );
endmodule  
module seg7_4d_ctrl_hex_test (
    input wire clk,              
    input wire reset,            
    input wire [3:0] dp_in,      
    input wire sign,             
    output wire [0:6] seg,       
    output wire [3:0] select,    
    output wire dp               
    );
    reg [35:0] count;
    always @(posedge clk, posedge reset)
        if(reset)
            count <= 0;
        else
            count <= count + 1;
    seg7_4d_ctrl_hex uut (
        .clk(clk),
        .d(count[35:20]),
        .sign(sign),
        .dp_in(dp_in),
        .seg(seg),
        .select(select),
        .dp(dp)
    );
endmodule  
module seg7_4d_ctrl_dec_tc #(
    parameter CDBITS = 18,       
    parameter POL = 0,           
    parameter SELECT_POL = 0     
    )(
    input wire clk,              
    input wire signed [7:0] d,   
    input wire [3:0] dp_in,      
    output wire [0:6] seg,       
    output wire [3:0] select,    
    output wire dp               
);
    reg [7:0] bin;
    wire [9:0] dec;
    reg sign;
    always @* begin
        if(d < 0) begin
            bin = -d;
            sign = 1'b1;
        end else begin
            bin = d;
            sign = 1'b0;
        end
    end
    bin_to_bcd_8 bin_to_bcd_8 (
        .bin(bin),
        .dec(dec)
    );
    seg7_4d_ctrl_hex #(
        .CDBITS(CDBITS),
        .POL(POL),
        .SELECT_POL(SELECT_POL)
    ) seg7_4d_ctrl_hex (
        .clk(clk),
        .d({6'd0,dec}),
        .dp_in(dp_in),
        .sign(sign),
        .seg(seg),
        .select(select),
        .dp(dp)
    );
endmodule  
module seg7_4d_ctrl_dec_tc_test #(
    parameter DIVIDER = 31
    )(
    input wire clk,              
    input wire reset,            
    input wire [3:0] dp_in,      
    output wire [0:6] seg,       
    output wire [3:0] select,    
    output wire dp               
    );
    reg [DIVIDER:0] count;
    always @(posedge clk, posedge reset)
        if(reset)
            count <= 0;
        else
            count <= count + 1;
    seg7_4d_ctrl_dec_tc uut (
        .clk(clk),
        .d(count[DIVIDER:DIVIDER-7]),
        .dp_in(dp_in),
        .seg(seg),
        .select(select),
        .dp(dp)
    );
endmodule  
module seg7_4d_ctrl #(
    parameter CDBITS = 18,       
    parameter POL = 0,           
    parameter SELECT_POL = 0     
    )(
    input wire clk,              
    input wire dec_e,            
    input wire sign_e,           
    input wire [15:0] d,         
    input wire [1:0] dpn,        
    output wire [0:6] seg,       
    output wire [3:0] select,    
    output wire dp               
);
    reg [13:0] bin;      
    wire [15:0] dec;     
    reg [15:0] d_in;     
    reg sign;            
    reg [3:0] dp_in;     
    always @* begin
        bin = 'b0;
        if(sign_e)  
            if(d[15]) begin  
                sign = 1'b1;
                if(dec_e)    
                    if(d < 16'hfc19)     
                        d_in = 16'hffff;
                    else begin       
                        bin = -d[13:0];
                        d_in = dec;
                    end
                else         
                    d_in = -d;
            end
            else begin   
                sign = 1'b0;
                if(dec_e)    
                    if(d > 16'h270f) begin  
                        d_in = 16'hffff;
                        sign = 1'b1;
                    end else begin
                        bin = d[13:0];
                        d_in = dec;
                    end
                else         
                    d_in = d;
            end
        else begin   
            sign = 1'b0;
            if(dec_e)    
                if(d > 16'h270f) begin  
                    d_in = 16'hffff;
                    sign = 1'b1;
                end else begin
                    bin = d[13:0];
                    d_in = dec;
                end
            else
                d_in = d;
        end
    end
    always @* begin
        dp_in = 'b0;
        dp_in[dpn] = dpn == 2'd0 ? 1'b0 : 1'b1;
    end 
    bin_to_bcd_14 bin_to_bcd_14 (
        .bin(bin),
        .dec(dec)
    );
    seg7_4d_ctrl_hex #(
        .CDBITS(CDBITS),
        .POL(POL),
        .SELECT_POL(SELECT_POL)
    ) seg7_4d_ctrl_hex (
        .clk(clk),
        .d(d_in),
        .dp_in(dp_in),
        .sign(sign),
        .seg(seg),
        .select(select),
        .dp(dp)
    );
endmodule  
module seg7_4d_ctrl_test #(
    parameter DIVIDER = 38
    )(
    input wire clk,              
    input wire reset,            
    input wire down,             
    input wire [3:0] inc,        
    input wire dec_e,            
    input wire sign_e,           
    input wire [1:0] dpn,        
    output wire [0:6] seg,       
    output wire [3:0] select,    
    output wire dp               
    );
    reg [DIVIDER:0] count;
    wire [16:0] inc_val;
    assign inc_val = ({17'b1}<<inc);
    always @(posedge clk, posedge reset)
        if(reset)
            count <= 0;
        else if (down)
            count <= count - inc_val[16:1];
        else
            count <= count + inc_val[16:1];
    seg7_4d_ctrl uut (
        .clk(clk),
        .dec_e(dec_e),
        .sign_e(sign_e),
        .d(count[DIVIDER:DIVIDER-15]),
        .dpn(dpn),
        .seg(seg),
        .select(select),
        .dp(dp)
    );
endmodule  
File: design/flow/run.sh
#!/bin/bash
# OpenROAD 26Q1-2900-gdf79404cd8, Yosys 0.63+post, stock flow scripts
make -C /OpenROAD-flow-scripts/flow DESIGN_CONFIG=/design/flow/config.mk WORK_HOME=/design/flow/orfs finish
File: design/flow/config.mk
export PLATFORM = sky130hd
export DESIGN_NAME = seg7_4d_ctrl_dec_tc_test
export DESIGN_NICKNAME = seg7_4d_ctrl_dec_tc_test
export VERILOG_FILES = /design/flow/design.v
export SDC_FILE = /design/flow/constraint.sdc
export NUM_CORES = 4
export LEC_CHECK = 1
export CORE_UTILIZATION = 30
File: design/flow/constraint.sdc
current_design seg7_4d_ctrl_dec_tc_test

set clk_period 11.0
set clk_io_pct 0.2

create_clock -name clk0 -period $clk_period [get_ports {clk}]

set non_clock_inputs [all_inputs -no_clocks]
set_input_delay [expr $clk_period * $clk_io_pct] -clock clk0 $non_clock_inputs
set_output_delay [expr $clk_period * $clk_io_pct] -clock clk0 [all_outputs]
==> flow_summary.yaml <==
# physical design summary
finish:
  area_growth_pct: 12.9
  final_cells: 622
  num-fill-cells: 1279
  drive_above_1_share: 0.0956
  final_design_area_no_fill_sq_um: 4420
drt:
  wl_per_cell_um: 11.5
  wl_um: 7180
  detail-route-antenna-nets: 0
  route.detailed.drc: 0
  routed-via-count: 3084
  drt_first_iter_violations: 144
  drt_pre_antenna_iters: 5
  antenna-diode-count: 0
  vias_per_cell: 4.96
sta:
  final_hold_viol_count: 0
  final-max-slew-violation-count: 0
  worst_hold_slack_ns: 0.452
  skew_ns: 0.00494
  worst-slew-pin-transition_ns: 0.843
  setup_viol_count_final: 0
  grt_setup_unrepaired: "no"
  totalNegativeSetupSlack_ns: 0
  timing.fmax_mhz: 98.9
  min_period_ns: 10.11
  min_period_over_period: 0.919
  max-slew-margin-rel: 0.422
place:
  hpwlAfterDp_um: 5500
  placement.io_buffers: 17
  placed_cells: 612
  placed_area_sq_um: 4260
  finalWeightedCongestion: 0.871
hold_path:
  hold_path_end: "uut.seg7_4d_ctrl_hex.seg7_4d_ctrl_raw.counter[13]"
  hp-start: "uut.seg7_4d_ctrl_hex.seg7_4d_ctrl_raw.counter[13]"
  whs_path_depth: 1
  worstHoldPathType: "register to register"
setup_path:
  cp.required_ns: 8.80
  slowest_delay_ns: 0.52
  timing.critical_path.fanout_max: 11
  crit_arrival_ns: 7.91
  crit_top_cell: "sky130_fd_sc_hd__ha_1"
  endpoint_kind: "output pin"
  critical_path.reg2reg.endpoint: "count[31]"
  worst_setup_path_start_kind: "register"
  timing.rr.start: "count[2]"
  timing.reg2reg.worst_path_depth: 10
  worst-r2r-setup-slack_ns: 8.53
  crit_path_top_delay_cell: "sky130_fd_sc_hd__dfrtp_1"
  worst-setup-path-type: "register to output pin"
cts:
  ctsLongestPathBuffers: 2
  worst_setup_hold_path_clk_slew_ns: 0.06
  tritoncts_num_sinks: 50
  worst_skew_pair.late_latency_ns: 0.28
  clockRootBuffer: "sky130_fd_sc_hd__clkbuf_16"
  tritoncts: "done"
  cts_buffers: 5
  cts-htree-levels: 2
  number_of_hold_repair_buffers_added_at_the_cts_stage: 0
global_routing:
  grt_first_pass_wirelength_um: 12400
  first_global_vias: 2823
  grt_max_degree: 33
  grt-ovfl-total: 0
  grtUsageTotal: 0.113
  antenna_found_initial: 0
synth:
  seq_area_frac_synth: 0.297
  count_of_unique_library_cells_instantiated_by_yosys: 78
  synth_cell_area_sq_um: 3910
  yosys-stat-cells: 431
  synth_flops: 50
  syn_inst: 431
  ys_async_rst_share: 0.640
  area_of_the_synthesized_netlist_per_yosys_stat_sq_um: 3910
  enable_flop_cells: 0
  syn_avg_cell_area_sq_um: 9.08
  ys.warnings.count: 5
  yosys_most_used_dff: "sky130_fd_sc_hd__dfrtp_1"
job:
  openroad.warnings: 42
  timing.max_cap.violations: 0
power:
  ir_worst_vdd_mv: 0.100
  total_power_uw: 329
  power.leakage_uw: 0.00182
  p_per_area_nw_per_um2: 74.6
floorplanning:
  coreArea_sq_um: 12700
  cell_rows: 41
  die-width_um: 116
  dieHeight_um: 116
  floorplan.io_pins: 18
  initial_core_util: 0.309
  design.die.area_sq_um: 13500
outcome:
  outcome: "completed"
-- placed cells by master, fill, tap and decap left out, drive strengths merged, types with 6 or more instances in the layout --
cell type      count
a21oi             14
and2               7
and3              14
and4               8
clkbuf             6
clkdlybuf4s50     17
dfrtp             32
dfxtp             18
ha                27
inv               31
nand2             36
nand3             32
nand4             12
nor2              24
nor3               9
o21ai             11
or3                8
xnor2             46
xor2              10
-- routing by layer --
layer  GRT usage  routed length, um  vias up
met4     0.00940                 34        0
met2       0.187               3290       39
met3      0.0116                160        4
met5           0                  0        -
met1       0.167               3690     1443
li1            -                  -     1598
-- power by group --
| part | switching (uW) | internal (uW) |
|---|---|---|
| sequential | 0 | 183 |
| clock | 58.8 | 83.1 |
| combinational | 2.40 | 2.35 |
-- stage by stage --
stage,utilization,setup WS [ns]
floorplan,-,2.60
global placement,0.336,1.07
detailed placement,0.336,0.897
CTS,0.347,0.595
global route,0.349,0.145
finish,0.349,0.889
-- sequential cells by signal, summed over array words and instances (netlist names) --
signal / count
count: 32
uut.seg7_4d_ctrl_hex.seg7_4d_ctrl_raw.counter: 18
-- cell usage after synthesis (all sizes together) (6+ instances only) --
cell | instances | area share
xor2 | 10 | 0.024
nand3 | 32 | 0.042
and4 | 8 | 0.019
ha | 27 | 0.086
dfrtp | 32 | 0.20
inv | 31 | 0.030
or3 | 8 | 0.015
and3 | 14 | 0.024
a21oi | 14 | 0.018
o21ai | 11 | 0.014
nand2 | 36 | 0.035
xnor2 | 46 | 0.11
and2 | 7 | 0.012
nor3 | 9 | 0.014
dfxtp | 18 | 0.092
nand4 | 12 | 0.019
buf | 6 | 0.0096
nor2 | 24 | 0.023
-- worst max-delay path by stage --
| stage | start | slack (ns) | end |
|---|---|---|---|
| after CTS | count[29] | 0.60 | seg[5] |
| after global routing | count[29] | 0.14 | seg[6] |
| final | count[29] | 0.89 | seg[5] |
-- what timing repair did --
| action | CTS | global route |
|---|---|---|
| setup endpoints to repair | 0 | 1 |
| resized | 0 | 1 |
| buffers inserted | 0 | 2 |
-- area by class of cell --
type | instances | area (sq um) | area share
sequential | 50 | 1160 | 0.263
clock inverter | 2 | 8.76 | 0.00198
multi-input combinational | 341 | 2590 | 0.587
clock buffer | 6 | 129 | 0.0292
inverter | 31 | 116 | 0.0263
tap | 172 | 215 | 0.0487
timing repair buffer | 20 | 193 | 0.0436
-- critical path: cells and delay by family, from the launching register on --
kind	cells	cell delay (ns)
AND/OR/NAND/NOR	8	2.17
AND-OR/OR-AND	8	1.69
adder cells (fa/ha/maj)	4	1.10
multiplexers	2	0.82
buffers and inverters	4	0.73
XOR/XNOR	2	0.59
flip-flops	1	0.52
-- logic make-up (layout without fill, tap and decap cells) --
| logic type | count (synthesis) | count (layout) | share of synthesized area |
|---|---|---|---|
| and+or+nand+nor | 167 | 167 | 0.239 |
| AOI/OAI and AO/OA | 79 | 79 | 0.164 |
| DFF | 50 | 50 | 0.297 |
| adders and majority gates | 27 | 27 | 0.0863 |
| xor gates and xnor gates | 57 | 57 | 0.137 |
| buffers and inverters | 40 | 59 | 0.0422 |
| muxes | 11 | 11 | 0.0348 |
Power is estimated from default activity; no workload was simulated.
