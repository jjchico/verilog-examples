$ cat design.v
module bin_to_bcd_13 (
    input wire [12:0] bin,    
    output reg [15:0] dec     
    );
    reg [12:0] b;      
    integer i;         
    always @* begin
        b = bin;
        dec = 13'd0;
        for (i=0; i<12; i=i+1) begin
            {dec,b} = {dec,b} << 1;
            if (dec[3:0] > 4)         
                dec[3:0] = dec[3:0] + 4'd3;
            if (dec[7:4] > 4)         
                dec[7:4] = dec[7:4] + 4'd3;
            if (dec[11:8] > 4)        
                dec[11:8] = dec[11:8] + 4'd3;
        end
        {dec,b} = {dec,b} << 1;   
    end
endmodule  
$ cat run.sh
#!/bin/bash
# OpenROAD 26Q1-2900-gdf79404cd8, Yosys 0.63+post, stock flow scripts
make -C /OpenROAD-flow-scripts/flow DESIGN_CONFIG=/design/flow/config.mk WORK_HOME=/design/flow/orfs finish
$ cat config.mk
export PLATFORM = sky130hd
export DESIGN_NAME = bin_to_bcd_13
export DESIGN_NICKNAME = bin_to_bcd_13
export VERILOG_FILES = /design/flow/design.v
export SDC_FILE = /design/flow/constraint.sdc
export NUM_CORES = 4
export LEC_CHECK = 1
export CORE_UTILIZATION = 30
$ cat constraint.sdc
current_design bin_to_bcd_13

set clk_period 13.7
set clk_io_pct 0.2

create_clock -name clk0 -period $clk_period

set non_clock_inputs [all_inputs -no_clocks]
set_input_delay [expr $clk_period * $clk_io_pct] -clock clk0 $non_clock_inputs
set_output_delay [expr $clk_period * $clk_io_pct] -clock clk0 [all_outputs]
==> impl_metrics.yaml <==
# generated from flow reports
status:
  status: "finished, final reports clean"
timing:
  finalHoldViolations: 0
  period_needed_ns: 13.03
  worstMarginPinSlew_ns: 0.766
  slew_viol_final: 0
  fmax_ghz: 0.0768
  setup_violations: 0
  finalClockPeriodUsage_pct: 95.1
  rsz0062_at_grt: "false"
  tns_ns: 0
  slew_headroom_pct: 48.8
worst_hold_path:
  hold_path.class: "input pin to primary output"
floorplan:
  die_w_um: 110
  coreArea_sq_um: 11100
  die_y_um: 110
  dieArea_sq_um: 12000
  ioPinCount: 29
  core.rowCount: 38
  initCoreUtil_pct: 31.4
synth:
  synthMuxAreaShare_pct: 5.46
  ys_sh_adder_pct: 7.83
  yosysTopAreaCell: "ha_1"
  synthAoiAreaFrac_pct: 44.8
  topCombFamilyByArea: "AND-OR/OR-AND gates"
  synth-simple-area-share_pct: 27.6
  topCellsByArea: "ha_1 (7.5%), nor2_1 (5.9%), a21oi_1 (4.9%)"
  synth_seq_share_pct: 0
  ys_area_sq_um: 3480
  synthTopCellsByCount: "nor2_1 (55), nand2_1 (41), a21oi_1 (34)"
  ys_types: 94
  netlist_area_sq_um: 3480
  avgSynthCellArea_sq_um: 6.67
  ys_cells: 522
  top_cell: "nor2_1"
  syn_inst: 522
  yosysWarnings: 1
  synth_top_area_share_pct: 7.54
  xor_share_pct: 5.39
drt:
  wl_um: 9430
  drt_first_pass_iters: 5
  wl_per_cell_um: 14.1
  drtAntennaViolNets: 0
  antenna_cells: 0
  drtIter0Drc: 270
  drc: 0
  vias_per_cell: 5.98
  vias: 4000
final_layout:
  flop_area_sq_um: 0
  clockBufferCount: 0
  fill_cells: 1126
  area_delta_synth_final_pct: 12.8
  flop-count: 0
  fin_util_pct: 35.5
  comb_area_sq_um: 3260
  drive_gt1_share_pct: 13.6
setup_path:
  crit_slowest_cell: "clkdlybuf4s50_1"
  arrival_ns: 10.29
  crit_path_max_incr_delay_ns: 0.58
  criticalPathCategory: "input pin to primary output"
  crit_fanout: 11
  start_kind: "input pin"
  worstPathRequired_ns: 10.96
  cp-end-kind: "primary output"
grt:
  antenna_found_initial: 0
  grt_pass1_wl_um: 16200
  grt_pass1_vias: 3550
  track_usage_pct: 16.0
  gr-total-overflow: 0
  grt_start_max_net_pins: 23
placement:
  portBuffers: 27
  gp_congestion: 0.884
  dp_hpwl_um: 6960
pwr:
  power_density_nw_per_um2: 199
  p_leak_nw: 1.45
  ir_worst_vdd_mv: 0.208
flow_run:
  drv_cap: 0
  warnings: 45
path summary, 6_finish.rpt:
check  slack [ns]  cells past startpoint       to    start
max          0.67                     31  dec[12]  bin[10]
min          5.48                      0   dec[0]   bin[0]
placed cells by master, fill, tap and decap left out, drive strengths merged, types with 10 or more instances in the layout:
cell type / synthesis / final
nor2: 56 / 56
nand2: 43 / 43
a21oi: 37 / 37
o21ai: 37 / 37
inv: 32 / 32
clkdlybuf4s50: 0 / 27
nor3: 25 / 25
ha: 21 / 21
nand3: 16 / 16
xnor2: 16 / 16
buf: 21 / 14
a211oi: 13 / 13
o211ai: 10 / 10
mux2i: 10 / 10
a31oi: 10 / 10
kinds of logic (layout without fill, tap and decap cells):
| group | after synthesis | in the layout |
|---|---|---|
| XOR/XNOR | 19 | 19 |
| multiplexers | 17 | 17 |
| AND/OR/NAND/NOR | 191 | 191 |
| buffers and inverters | 66 | 73 |
| AND-OR/OR-AND | 207 | 207 |
| adder cells (fa/ha/maj) | 22 | 22 |
critical path, delay by kind of cell:
family          cells  cell delay (ns)
compound gates     11             2.47
xor+xnor            2             0.34
fa+ha+maj           5             1.25
buf+inv             6             1.41
mux                 1             0.35
simple gates        6             1.72
stage by stage:
| stage | cells | cell area, sq um | hold WS (ns) | total power [mW] | setup slack [ns] |
|---|---|---|---|---|---|
| floorplan | 522 | 3480 | 5.55 | 0.522 | 1.79 |
| global placement | 668 | 3840 | 5.48 | 0.759 | 0.294 |
| detailed placement | 668 | 3840 | 5.48 | 0.753 | 0.210 |
| CTS | 668 | 3840 | 5.48 | 0.763 | 0.169 |
| global route | 669 | 3930 | 5.48 | 0.867 | 0.0269 |
| finish | 669 | 3930 | 5.48 | 0.781 | 0.673 |
where the power goes:
group | internal (mW) | leakage [nW] | switching [mW]
clock | 0 | 0 | 0
combinational | 0.377 | 1.45 | 0.404
sequential | 0 | 0 | 0
total | 0.377 | 1.45 | 0.404
area by class of cell:
cell class	instances	share of cell area (%)
multi-input combinational	456	82.9
inverter	32	3.06
timing repair buffer	41	9.56
tap	140	4.46
repair_timing:
action                                  CTS  global route
setup buffers                             0             1
resized                                   0            23
endpoints found under the setup margin    0            11
hold buffers                              0             0
layer usage:
layer,track usage (%),routed length [um]
met1,24.3,4860
met4,1.90,34
met5,0,0
met2,26.3,4170
met3,0.121,371
No activity file was given, so power comes from the tool's default toggle rates.
